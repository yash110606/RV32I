--- flow/run.sh ---
#!/bin/bash
# OpenROAD 26Q1-2900-gdf79404cd8, Yosys 0.63+post, stock flow scripts
make -C /OpenROAD-flow-scripts/flow DESIGN_CONFIG=/design/flow/config.mk WORK_HOME=/design/flow/orfs finish
--- flow/config.mk ---
export PLATFORM = sky130hd
export DESIGN_NAME = reg_bank
export DESIGN_NICKNAME = reg_bank
export VERILOG_FILES = /design/flow/design.v
export SDC_FILE = /design/flow/constraint.sdc
export NUM_CORES = 4
export LEC_CHECK = 1
export CORE_UTILIZATION = 40
--- flow/constraint.sdc ---
current_design reg_bank

set clk_period 5.6
set clk_io_pct 0.2

create_clock -name clk0 -period $clk_period [get_ports {clock}]

set non_clock_inputs [all_inputs -no_clocks]
set_input_delay [expr $clk_period * $clk_io_pct] -clock clk0 $non_clock_inputs
set_output_delay [expr $clk_period * $clk_io_pct] -clock clk0 [all_outputs]
--- flow/design.v ---
module reg_bank(
  input clock,
  input write_enable,
  input read_enable,
  input [4:0] rs1_addr,
  input [4:0] rs2_addr,
  input [4:0] rd_addr,
  input [31:0] write_data,
  output reg[31:0] rs1_data,
  output reg[31:0] rs2_data
);
  reg [31:0] regfile [31:0];
  integer i;
  initial begin
    for (i = 0;i < 32; i=i+1)
      regfile[i] = 32'b0;
  end
  always @(*) begin
    if(read_enable) begin
        rs1_data = (rs1_addr == 5'd0) ? 32'd0 : regfile[rs1_addr];
        rs2_data = (rs2_addr == 5'd0) ? 32'd0 : regfile[rs2_addr];
    end
  end
  always @(posedge clock) begin
    if (write_enable && (rd_addr != 5'd0)) begin
      regfile[rd_addr] <= write_data;
    end
  end
endmodule
==> impl_metrics.csv <==
group,metric,value,unit
place,hpwlAfterDp,87490,um
drt,vias,28450,
drt,wl_per_cell,34.13,um
timing,setup_viol,0,
synthesis,syn_avg_cell_area,18.59,um2
die,core_area,120600,um2
synthesis,largest_area_cell,"edfxtp_1",
clock_tree,cts_hold_buf,0,
synthesis,synthDistinctLibCells,40,
drt,vias_per_cell,6.343,
synthesis,edf_count,1024,
synthesis,top_cells_by_area,"edfxtp_1, mux4_2, mux2i_1, dlxtp_1, mux4_1",
drt,drt-initial-drc-count,1793,
finish,final_core_utilization,46.13,%
clock_tree,clock_path_buffers,3,
die,row_count,127,
power_and_ir_drop,power.density,305.8,nW/um2
worst_hold_path,worstHoldEndpoint,"regfile[0][30]$_DFFE_PP_",
timing,holdWs,1.237,ns
global_route,antenna_found_initial,6,
finish,final_cell_area,55630,um2
drt,final_antenna_net_count,0,
die,die_x,351.5,um
die,initCoreUtil,40.52,%
global_route,grt.total_usage,27.53,%
global_route,grt_pass1_vias,31710,
synthesis,netlist_area,48870,um2
setup_path,cp-end-kind,"flip-flop",
clock_tree,cts_htree_levels,3,
place,io_buffers,113,
setup_path,cp_data_arrival_time,3.48,ns
synthesis,synth_top_flop_cell,"edfxtp_1",
setup_path,crit_required,5.91,ns
die,ios,114,
clock_tree,path_clk_slew,0.07,ns
setup_path,cp_max_fo,21,
setup_path,critPathKind,"in2reg",
drt,wirelength,153100,um
synthesis,yosys_cells,2628,
status,outcome,"completed",
timing,untimed_endpoints,128,
timing,period_needed,3.171,ns
timing,max_slew.worst_pin.slew,1.197,ns
place,place_area,52280,um2
finish,drive_gt1_share,25.87,%
clock_tree,numCtsBuffers,106,
clock_tree,root_buffer,"clkbuf_16",
synthesis,postSynth.asyncResetShare,0,%
timing,fmax,315.4,MHz
power_and_ir_drop,ir_drop,0.2619,mV
place,gp_congestion,0.8968,
synthesis,yosys_area,48870,um2
job,warning_count,26,
synthesis,yosys_warnings,1,
timing,finalSetupTns,0,ns
timing,hold_violations,0,
clock_tree,ctsResizeCount,0,
global_route,grt_remaining_overflow,0,
die,chipArea,123600,um2
drt,drc,0,
worst_hold_path,hp-class,"in2reg",
synthesis,synth_top_area_share,62.93,%
worst_hold_path,hold_depth,2,
timing,finalClockPeriodUsage,56.62,%
timing,maxSlewHeadroom,19.64,%
die,die_h,351.5,um
timing,rsz0062_at_grt,"no",
global_route,grt_pass1_wl,218900,um
timing,unclocked_pins,64,
worst_hold_path,hp-start,"write_data[30]",
power_and_ir_drop,power.leakage,18.14,nW
finish,area_growth,13.85,%
job,drv_cap,0,
setup_path,startpoint_type,"primary input",
clock_tree,post_cts_buffers,0,
timing,slew_viol_final,0,
global_route,grt_max_degree,92,
synthesis,synth-seq-cells,1088,
clock_tree,cts_tree,"built",
drt,drtPass1Iterations,5,
synthesis,syn-instance-count,2628,
power by group:
| group | switching [W] | total [W] | internal [W] |
|---|---|---|---|
| registers | 0.0000607 | 0.00867 | 0.00861 |
| logic | 0.000897 | 0.00150 | 0.000606 |
| clock network | 0.00294 | 0.00684 | 0.00391 |
| total | 0.00389 | 0.0170 | 0.0131 |
metal layers:
metal  part of all wire [%]  routed length (um)  global-route usage [%]  vias to the layer above
met5                   0.23                 351                   2.865                        -
met1                     31               47570                   30.67                    14130
met3                     20               31120                   24.94                      332
met4                    3.3                5056                   6.957                       17
met2                     45               68980                   38.82                     2446
li1                       -                   -                       -                    11530
worst max path at each step:
stage,start,to,slack (ns),cells past startpoint
final,rd_addr[2],regfile[22][6]$_DFFE_PP_,2.43,4
after global routing,rd_addr[4],regfile[19][27]$_DFFE_PP_,2.39,4
after CTS,rd_addr[2],regfile[4][13]$_DFFE_PP_,2.53,4
cell usage in the layout, fill, tap and decap left out, types with 38 or more instances in the layout:
| cell | count |
|---|---|
| a211oi_1 | 53 |
| clkbuf_16 | 109 |
| a22oi_1 | 64 |
| a221oi_1 | 38 |
| clkdlybuf4s50_1 | 102 |
| mux2i_1 | 320 |
| mux2_2 | 64 |
| edfxtp_1 | 1024 |
| dlxtp_1 | 64 |
| mux4_2 | 316 |
| o21ai_0 | 50 |
| buf_4 | 118 |
| o221ai_1 | 64 |
| nand2_1 | 85 |
registers in the layout, summed over array words and instances, names as in the netlist:
signal / cells
rs2_data: 32
rs1_data: 32
regfile: 1024
cell usage after synthesis, drive strengths merged (2+ instances only):
library cell / number
mux4: 352
mux2i: 320
nand4: 32
inv: 2
a21oi: 32
nor2: 37
o221ai: 64
mux2: 64
a221oi: 54
or3: 2
nor2b: 37
nand2: 85
a211oi: 64
o2111ai: 10
buf: 115
edfxtp: 1024
dlxtp: 64
a311oi: 32
nand3b: 6
and2: 2
or3b: 5
nand3: 2
a22oi: 64
o21ai: 54
clkbuf: 100
kinds of logic after synthesis:
kind of cell / Yosys count / synth area share [%]
AOI/OAI and AO/OA: 374 / 6.033
buffers and inverters: 217 / 2.397
DFF: 1024 / 62.93
latches: 64 / 1.966
muxes: 736 / 24.53
other: 1 / 0.007674
and+or+nand+nor: 212 / 2.141
cell type report:
| cell class | count | area [um2] |
|---|---|---|
| clock inverters | 65 | 555.5 |
| repair buffers | 237 | 2150 |
| well taps | 1612 | 2017 |
| fillers | 9765 | 64970 |
| clock buffers | 126 | 2791 |
| diodes | 1 | 2.502 |
| inverters | 2 | 8.758 |
| flip-flops and latches | 1088 | 31710 |
| multi-input cells | 1354 | 16400 |
through the flow:
| stage | setup slack [ns] | instances | total power [W] |
|---|---|---|---|
| after CTS | 2.526 | 4484 | 0.01711 |
| after global placement | 1.836 | 4293 | 0.01031 |
| final | 2.429 | 4485 | 0.01702 |
| after detailed placement | 1.809 | 4293 | 0.01032 |
| after global routing | 2.394 | 4484 | 0.01749 |
| after floorplan | 2.060 | 2659 | 0.009674 |
worst max-delay path, cell delays in order:
cell	delay (ns)
clkdlybuf4s50_1	0.68
nand3b_1	0.38
nor2_4	0.65
buf_4	0.61
Power is estimated from default activity; no workload was simulated.
