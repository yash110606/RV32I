[flow/run.sh]
#!/bin/bash
# OpenROAD 26Q1-2900-gdf79404cd8, Yosys 0.63+post, stock flow scripts
make -C /OpenROAD-flow-scripts/flow DESIGN_CONFIG=/design/flow/config.mk WORK_HOME=/design/flow/orfs finish
[flow/config.mk]
export PLATFORM = sky130hd
export DESIGN_NAME = ALU
export DESIGN_NICKNAME = ALU
export VERILOG_FILES = /design/flow/design.v
export SDC_FILE = /design/flow/constraint.sdc
export NUM_CORES = 4
export LEC_CHECK = 1
export CORE_UTILIZATION = 30
[flow/constraint.sdc]
current_design ALU

set clk_period 15.3
set clk_io_pct 0.2

create_clock -name clk0 -period $clk_period [get_ports {clk}]

set non_clock_inputs [all_inputs -no_clocks]
set_input_delay [expr $clk_period * $clk_io_pct] -clock clk0 $non_clock_inputs
set_output_delay [expr $clk_period * $clk_io_pct] -clock clk0 [all_outputs]
[flow/design.v]
module ALU(
    input [31:0] rs1,
    input [31:0] rs2,
    input clk,
    input [3:0] sel,
    output reg[31:0] out
);
    always @(posedge clk) begin
        case(sel)
            4'b0000: begin
                out = rs1+rs2;
            end
            4'b0001: begin
                out = rs1-rs2;
            end
            4'b0010: begin
                if($signed(rs1)<$signed(rs2)) begin
                    out = 1;
                end                                                    
            end    
            4'b0011: begin
                if(rs1<rs2) begin
                    out = 1;
                end
            end
            4'b0100: begin
                out = rs1 & rs2;
            end
            4'b0101: begin
                out = rs1 | rs2;
            end
            4'b0110: begin
               out = rs1 ^ rs2;
            end
            4'b0111: begin
                out = rs1<<rs2[4:0];
            end
            4'b1000: begin
                out = rs1>>rs2[4:0];
            end
            4'b1001: begin
                out = $signed(rs1)>>>rs2[4:0];
            end
        endcase
    end
endmodule
==> deck_impl_summary.md <==
Flow Results at a Glance

Finish
  • Layout cells sized above 1: 7.91%
  • Area grow syn2layout: 13.8%
  • Largest register FFs: 32
  • Post-Layout Cell Count: 1,794

Logic synthesis
  • Cell Area, Synth: 9960 um^2
  • Synth cell types: 90
  • Synth Flop Type: edfxtp_1
  • YS chip area: around 10000 um^2
  • Count of library flops with an enable pin: 32
  • Post-synth ARST share: 0%
  • Seq/Total Area, Yosys: 9.65%
  • Syn Area/Cell: 7.52 um^2
  • YS warnings: 1
  • Synth Register Bits: 32
  • Syn Inst Count: 1,324
  • Ys cells: 1,324

Worst setup path
  • Startpoint types: primary input
  • Most common cell on crit path: buf_4
  • Worst EP arrival: 7.75 ns
  • Max FO, Critical Path: 54
  • Critical path's slowest cell: clkinv_1
  • Crit. End Element: flop
  • CP Cell Sequence: buf_2 > buf_4 > clkinv_1 > ha_1 > nor2_1 > o221ai_2 > a2111oi_1 > or4_1 > a311oi_2 > a21oi_2 > a41o_1 > nand2_1 > a31o_2 > buf_4
  • CP required: 15.26 ns
  • Max incr delay on CP: 0.74 ns
  • CP Class: primary input to flop

GRT
  • Largest net degree at the start of global routing: ~70
  • Total congestion overflow: 0
  • Number of global-route vias before repair: 10,605
  • First-pass GRT wire length: 68,400 um
  • Antenna violations before repair: 0
  • Tot GR Track Use: between 20% and 30%

Clocking
  • # H-tree levels: 2
  • Clock slew at reported path FFs: roughly 0.060 ns
  • Post-CTS Setup Inserts: 0
  • # clock sinks: 32
  • CTS tree: built
  • Clock buffer count from CTS: 5
  • CTS resizes: 0
  • Clock Path Buffers: 2
  • Hold-fix buffers at CTS: 0
  • CTS Root Cell: clkbuf_16

Route
  • Routed vias: 11,132
  • DRC violations left: 0
  • Drt total wl: 45,700 um
  • First-pass DRT Iterations: 5
  • 1st-iter DRT viols: 1,228
  • Routed wire per std cell: ~25 um
  • Ant. Diodes: 0
  • Via-to-Cell Ratio: between 6 and 7
  • DRT antenna net count: 0

Power
  • Pwr/cell area: around 57 nW/um^2
  • IR drop worst, VDD: around 0.04 mV
  • Static Leak: 4.66 nW
  • Final Power: 0.644 mW

Floorplanning
  • I/O pins: 101
  • Die Area: 33,900 um^2
  • Initial core utilization: 30.5%
  • Row count: 66
  • Die span in y: ~180 um
  • Core ar.: 32,600 um^2
  • Die Wd: 184 um

Job
  • Tool warnings: 90
  • MaxCap Viol Count: 0

Place
  • Gpl congestion: ~1.0
  • Final HPWL DP: 35,000 um
  • Port bufs: 100
  • Placed Cells: 1,787

STA
  • Worst-Margin Slew: 0.903 ns
  • Setup violations, final: 0
  • Hold Vio Cnt, Final: 0
  • Crit path time final: 7.80 ns
  • Setup TNS: 0 ns
  • RSZ-0062 raised after global routing: no
  • Slew HR: 39.6%
  • Fmax achieved: 0.128 GHz
  • Cycle use final: around half
  • Fin. max-slew vios: 0

Min path
  • HP Class: primary input to flop

Outcome
  • Outcome: completed
critical path, delay by kind of cell:
kind / cells / cell delay [ns]
buf+inv: 4 / 1.71
compound gates: 6 / 1.53
simple gates: 3 / 0.71
fa+ha+maj: 1 / 0.69
metal layers:
metal  vias to the layer above  global-route usage, %  part of all wire [%]
li1                       5102                      -                     -
met1                      5356                   39.4                    43
met2                       586                   42.5                    45
met3                        88                   3.60                   7.1
met4                         0                   11.7                   4.9
met5                         -                      0                     0
through the flow:
step	hold WS (ns)	setup WS, ns	utilization (%)	instance area [um^2]
after floorplan	3.33	8.25	-	9960
after global placement	3.80	7.44	34.3	11200
after detailed placement	3.79	7.31	34.3	11200
after CTS	3.60	7.62	34.8	11300
after global routing	3.67	7.27	34.8	11300
final	3.62	7.50	34.8	11300
worst paths after layout:
| path | startpoint | to | depth (start not counted) |
|---|---|---|---|
| worst max-delay path | rs2[4] | out[11] | 14 |
| worst min-delay path | rs2[4] | out[2] | 5 |
cell type report:
cell class	instances	area [um^2]
fill	3476	21300
multi-input combinational	1086	8140
timing repair buffer	125	1170
sequential	32	961
tap	442	553
inverter	102	383
clock buffer	6	129
clock inverter	1	5.00
where the power goes:
group / switching, mW / internal [mW]
Clock: 0.0419 / 0.0593
Combinational: 0.247 / 0.168
Sequential: 0.00543 / 0.122
Total: 0.295 / 0.349
cells in the final DEF (no fill, tap or decap), types with 9 or more instances in the layout:
master	n
nand2_1	126
a21oi_1	123
nor2_1	118
inv_1	98
ha_1	97
clkdlybuf4s50_1	95
o21ai_0	69
mux2i_1	55
edfxtp_1	32
o211ai_1	27
nand3_1	27
o22ai_1	26
buf_4	26
nor3_1	24
a211oi_1	23
mux4_2	22
a22oi_1	21
o31ai_1	21
mux2_2	19
mux4_1	18
o21bai_1	18
a21o_1	18
a221oi_1	18
o221ai_1	14
a221o_1	11
o2111ai_1	11
a31oi_1	11
and3_1	10
nand2b_1	9
cells by family (layout without fill, tap and decap cells):
| logic type | Yosys count | after routing | share of synthesized area (%) |
|---|---|---|---|
| buf+inv | 206 | 234 | 8.74 |
| mux | 116 | 116 | 17.7 |
| fa+ha+maj | 99 | 99 | 12.6 |
| xor+xnor | 5 | 5 | 0.440 |
| flops | 32 | 32 | 9.65 |
| simple gates | 376 | 376 | 17.2 |
| compound gates | 490 | 490 | 33.7 |
cell usage after synthesis (all sizes together), types with 26 or more instances:
| cell | number | area, um^2 |
|---|---|---|
| clkbuf | 65 | 244 |
| mux4 | 40 | 968 |
| buf | 39 | 244 |
| edfxtp | 32 | 961 |
| nand2 | 126 | 473 |
| ha | 97 | 1210 |
| nand3 | 27 | 135 |
| o22ai | 26 | 163 |
| nor2 | 118 | 443 |
| o21ai | 71 | 355 |
| nor3 | 26 | 130 |
| inv | 101 | 379 |
| o211ai | 27 | 203 |
| mux2i | 55 | 551 |
| a21oi | 126 | 638 |
Power and IR drop assume default switching activity.
